===== flow/design.v =====
`timescale 1ns/10ps
module  CONV(
	input		clk,
	input		reset,
	output	reg	busy,	
	input		ready,	
	output	reg[11:0]	iaddr,
	input	signed [19:0]	idata,	
	output	 reg	cwr,
	output	 reg[11:0]	caddr_wr,
	output	 wire signed [19:0]	cdata_wr,
	output	 reg	crd,
	output	 reg	caddr_rd,
	input	 signed [19:0]	cdata_rd,
	output	 reg[2:0] 	csel
	);
	reg state ;
	reg signed [39:0] temp_output ;
	reg signed [39:0] temp ;
	parameter signed K0_0 = 20'h0A89E ;
	parameter signed K0_1 = 20'h092D5 ; 
	parameter signed K0_2 = 20'h06D43 ; 
	parameter signed K0_3 = 20'h01004 ; 
	parameter signed K0_4 = 20'hF8F71 ; 
	parameter signed K0_5 = 20'hF6E54 ; 
	parameter signed K0_6 = 20'hFA6D7 ; 
	parameter signed K0_7 = 20'hFC834 ; 
	parameter signed K0_8 = 20'hFAC19 ; 
	parameter signed K1_0 = 20'hFDB55 ;
	parameter signed K1_1 = 20'h02992 ; 
	parameter signed K1_2 = 20'hFC994 ; 
	parameter signed K1_3 = 20'h050FD ; 
	parameter signed K1_4 = 20'h02F20 ; 
	parameter signed K1_5 = 20'h0202D ; 
	parameter signed K1_6 = 20'h03BD7 ; 
	parameter signed K1_7 = 20'hFD369 ; 
	parameter signed K1_8 = 20'h05E68 ;
	parameter signed B_0 = 20'h01310 ;
	parameter signed B_1 = 20'hF7295 ;
	reg[5:0] counter ;
	reg signed [19:0] input_map[0:8] ;
	wire signed [39:0] temp ;
	assign cdata_wr = ( temp_output > 0 && temp_output[15] )? ( temp_output >>> 16 + 1 ) + B_0 :  
					  (	temp_output > 0 && !temp_output[15])? ( temp_output >>> 16	) + B_0 : 0 ;
	always@( posedge clk or posedge reset )begin
		if( reset )begin
			busy <= 0 ;
			crd <= 0 ;
			cwr <= 0 ;
			caddr_wr <= 0 ;
			caddr_rd <= 0 ;
			iaddr <= 0 ;
			csel <= 0 ;
			state <= 0 ;
			counter <= 0 ;
			input_map[0] <= 0 ;
			input_map[1] <= 0 ;
			input_map[2] <= 0 ;
			input_map[3] <= 0 ;
			input_map[4] <= 0 ;
			input_map[5] <= 0 ;
			input_map[6] <= 0 ;
			input_map[7] <= 0 ;
			input_map[8] <= 0 ;
			temp_output <= 0 ;
		end
		else begin
			if( state == 0 )begin
				if( ready )begin
					busy <= 1 ;
				end
				else if( busy )begin
					if( caddr_wr == 0 )begin 
						if( counter == 0 ) begin
							input_map[0] <= 0 ;
							input_map[1] <= 0 ;
							input_map[2] <= 0 ;
							input_map[3] <= 0 ;
							input_map[4] <= idata ;
							input_map[6] <= 0 ;
							csel <= 3'b001 ;
							temp_output <= temp_output + idata * K0_4 ; 
							iaddr <= iaddr + 1 ;
							counter <= counter + 1 ;
						end
						else if( counter == 1 ) begin
							csel <= 3'b001 ;
							input_map[5] <= idata ;
							temp_output <= temp_output + idata * K0_5 ; 
							iaddr <= 64 ;
							counter <= counter + 1 ;
						end
						else if( counter == 2 ) begin
							csel <= 3'b001 ;
							input_map[7] <= idata ;
							temp_output <= temp_output + idata * K0_7 ; 
							iaddr <= 65 ;
							counter <= counter + 1 ;
						end
						else if( counter == 3 ) begin
							csel <= 3'b001 ;
							input_map[8] <= idata ;
							temp_output <= temp_output + idata * K0_8 ; 
							counter <= counter + 1 ;
							cwr <= 1 ;
						end
						else if( counter == 4 ) begin 
							caddr_wr <= caddr_wr + 1 ;
							cwr <= 0 ;
							iaddr <= 2 ;
							counter <= 0 ;
							input_map[3] <= input_map[4] ; 
							input_map[6] <= input_map[7] ;
							input_map[4] <= input_map[5] ;
							input_map[7] <= input_map[8] ;
						end
					end
					else if( caddr_wr < 63 )begin 
						if( counter == 0 ) begin
							csel <= 3'b001 ;
							temp_output <= idata * K0_5 + input_map[3] * K0_3 + input_map[4] * K0_4 + input_map[6] * K0_6 + input_map[7] * K0_7; 
							iaddr <= iaddr + 64 ;
							counter <= counter + 1 ;
							input_map[5] <= idata ;
						end
						else if( counter == 1 ) begin
							csel <= 3'b001 ;
							temp_output <= temp_output + idata * K0_8 ;
							counter <= counter + 1 ;
							input_map[8] <= idata ;
							cwr <= 1 ;
						end
						else if( counter == 2 ) begin 
							temp_output <= 0 ;
							caddr_wr <= caddr_wr + 1 ;
							cwr <= 0 ;
							if( caddr_wr != 62 )begin
								iaddr <= iaddr - 64 + 1 ;
							end
							else begin
								iaddr <= 62 ;
							end
							counter <= 0 ;
							input_map[3] <= input_map[4] ; 
							input_map[6] <= input_map[7] ;
							input_map[4] <= input_map[5] ;
							input_map[7] <= input_map[8] ;
						end
					end
					else if( caddr_wr == 63 )begin
						if( counter == 0 ) begin
							csel <= 3'b001 ;
							temp_output <= temp_output + idata * K0_3 ; 
							iaddr <= 63 ;
							counter <= counter + 1 ;
						end
						else if( counter == 1 ) begin
							csel <= 3'b001 ;
							temp_output <= temp_output + idata * K0_4 ; 
							iaddr <= 126 ;
							counter <= counter + 1 ;
						end
						else if( counter == 2 ) begin
							csel <= 3'b001 ;
							temp_output <= temp_output + idata * K0_6 ; 
							iaddr <= 127 ;
							counter <= counter + 1 ;
						end
						else if( counter == 3 ) begin
							csel <= 3'b001 ;
							temp_output <= temp_output + idata * K0_7 ; 
							counter <= counter + 1 ;
							cwr <= 1 ;
						end
						else if( counter == 4 ) begin 
							temp_output <= 0 ;
							caddr_wr <= caddr_wr + 1 ;
							cwr <= 0 ;
							iaddr <= 0 ;
							counter <= 0 ;
						end
					end
					else if( caddr_wr % 64 == 0 && caddr_wr != 4032 ) begin
						if( counter == 0 ) begin
							csel <= 3'b001 ;
							temp_output <= temp_output + idata * K0_1 ;
							iaddr <= iaddr + 1 ;
							counter <= counter + 1 ;
							input_map[1] <= idata ;
						end
						else if( counter == 1 ) begin
							csel <= 3'b001 ;
							temp_output <= temp_output + idata * K0_2 ; 
							iaddr <= iaddr + 63 ;
							counter <= counter + 1 ;
							input_map[2] <= idata ;
						end
						else if( counter == 2 ) begin
							csel <= 3'b001 ;
							temp_output <= temp_output + idata * K0_4 ; 
							iaddr <= iaddr + 1 ;
							counter <= counter + 1 ;
							input_map[4] <= idata ;
						end
						else if( counter == 3 ) begin
							csel <= 3'b001 ;
							temp_output <= temp_output + idata * K0_5 ;
							iaddr <= iaddr + 63 ;
							counter <= counter + 1 ;
							input_map[5] <= idata ;
						end
						else if( counter == 4 ) begin 
							csel <= 3'b001 ;
							temp_output <= temp_output + idata * K0_7 ;
							iaddr <= iaddr + 1 ;
							counter <= counter + 1 ;
							input_map[7] <= idata ;
						end
						else if( counter == 5 ) begin 
							csel <= 3'b001 ;
							temp_output <= temp_output + idata * K0_8 ;
							counter <= counter + 1 ;
							cwr <= 1 ;
							input_map[8] <= idata ;
						end
						else if( counter == 6 ) begin 
							temp_output <= 0 ;
							caddr_wr <= caddr_wr + 1 ;
							cwr <= 0 ;
							iaddr <= iaddr - 128 + 1 ;
							counter <= 0 ;
							input_map[0] <= input_map[1] ;	
							input_map[1] <= input_map[2] ;								
							input_map[3] <= input_map[4] ; 
							input_map[6] <= input_map[7] ;
							input_map[4] <= input_map[5] ;
							input_map[7] <= input_map[8] ;
						end
					end
					else if( caddr_wr % 64 == 63 && caddr_wr != 4095 ) begin
						if( counter == 0 ) begin
							input_map[2] <= 0 ;
							input_map[5] <= 0 ;
							input_map[8] <= 0 ;
							temp_output <= input_map[0] * K0_0 + input_map[1] * K0_1 + input_map[3] * K0_3 + input_map[4] * K0_4 + input_map[6] * K0_6 + input_map[7] * K0_7 ;
							cwr <= 1 ;
							csel <= 3'b001 ;
							counter <= counter + 1 ;
						end
						else if( counter == 1 ) begin
							temp_output <= 0 ;
							caddr_wr <= caddr_wr + 1 ;
							cwr <= 0 ;
							iaddr <= caddr_wr + 1 ;
							counter <= 0 ;
						end
					end
					else if( caddr_wr > 63 && caddr_wr < 4032 ) begin
						if( counter == 0 ) begin
							csel <= 3'b001 ;
							temp_output <= idata * K0_2 + input_map[0] * K0_0 + input_map[1] * K0_1 + input_map[3] * K0_3 + input_map[4] * K0_4 + input_map[6] * K0_6 + input_map[7] * K0_7 ;
							iaddr <= iaddr + 64 ;
							input_map[2] <= idata ;
							counter <= counter + 1 ;
						end
						else if( counter == 1 ) begin
							csel <= 3'b001 ;
							temp_output <= temp_output + idata * K0_5 ;
							iaddr <= iaddr + 64 ;
							input_map[5] <= idata ;
							counter <= counter + 1 ;
						end
						else if( counter == 2 ) begin 
							csel <= 3'b001 ;
							temp_output <= temp_output + idata * K0_8 ;
							counter <= counter + 1 ;
							input_map[8] <= idata ;
							cwr <= 1 ;
						end
						else if( counter == 3 ) begin 
							temp_output <= 0 ;
							caddr_wr <= caddr_wr + 1 ;
							cwr <= 0 ;
							iaddr <= iaddr - 128 + 1 ;	
							counter <= 0 ;
							input_map[0] <= input_map[1] ;	
							input_map[1] <= input_map[2] ;								
							input_map[3] <= input_map[4] ; 
							input_map[6] <= input_map[7] ;
							input_map[4] <= input_map[5] ;
							input_map[7] <= input_map[8] ;
						end
					end
					else if( caddr_wr == 4032 ) begin
						input_map[0] <= 0 ;
						input_map[3] <= 0 ;
						input_map[8] <= 0 ;
						input_map[7] <= 0 ;
						input_map[6] <= 0 ;
						if( counter == 0 ) begin
							csel <= 3'b001 ;
							temp_output <= temp_output + idata * K0_1 ; 
							iaddr <= iaddr + 1 ;
							input_map[1] <= idata ;
							counter <= counter + 1 ;
						end
						else if( counter == 1 ) begin
							csel <= 3'b001 ;
							temp_output <= temp_output + idata * K0_2 ; 
							iaddr <= iaddr + 64 - 1 ;
							input_map[2] <= idata ;
							counter <= counter + 1 ;
						end
						else if( counter == 2 ) begin
							csel <= 3'b001 ;
							temp_output <= temp_output + idata * K0_4 ; 
							input_map[4] <= idata ;
							iaddr <= iaddr + 1 ;
							counter <= counter + 1 ;
						end
						else if( counter == 3 ) begin
							csel <= 3'b001 ;
							temp_output <= temp_output + idata * K0_5 ; 
							input_map[5] <= idata ;
							counter <= counter + 1 ;
							cwr <= 1 ;
						end
						else if( counter == 4 ) begin 
							temp_output <= 0 ;
							caddr_wr <= caddr_wr + 1 ;
							cwr <= 0 ;
							iaddr <= 3907 ;
							counter <= 0 ;
							input_map[0] <= input_map[1] ; 
							input_map[1] <= input_map[2] ;
							input_map[3] <= input_map[4] ;
							input_map[4] <= input_map[5] ;
						end
					end
					else if( caddr_wr >= 4033 && caddr_wr < 4095 )begin 
						if( counter == 0 ) begin
							csel <= 3'b001 ;
							temp_output <= idata * K0_2 + input_map[0] * K0_0 + input_map[1] * K0_1 + input_map[3] * K0_3 + input_map[4] * K0_4; 
							iaddr <= iaddr + 64 ;
							counter <= counter + 1 ;
							input_map[2] <= idata ;
						end
						else if( counter == 1 ) begin
							csel <= 3'b001 ;
							temp_output <= temp_output + idata * K0_5 ;
							counter <= counter + 1 ;
							input_map[5] <= idata ;
							cwr <= 1 ;
						end
						else if( counter == 2 ) begin 
							temp_output <= 0 ;
							caddr_wr <= caddr_wr + 1 ;
							cwr <= 0 ;
							iaddr <= iaddr - 64 + 1 ;
							counter <= 0 ;
							input_map[0] <= input_map[1] ; 
							input_map[1] <= input_map[2] ;
							input_map[3] <= input_map[4] ;
							input_map[4] <= input_map[5] ;
						end
					end
					else if( caddr_wr == 4095 ) begin
						if( counter == 0 )begin
							temp_output <= input_map[0] * K0_0 + input_map[1] * K0_1 + input_map[3] * K0_3 + input_map[4] * K0_4 ;
							cwr <= 1 ;
							counter = counter + 1 ;
						end
						else if( counter == 1 ) begin
							busy <= 0 ;
							counter <= 0 ; 
							cwr <= 0 ;
						end
					end
				end
			end
		end
	end
endmodule

===== flow/run.sh =====
#!/bin/bash
# OpenROAD 26Q1-2900-gdf79404cd8, Yosys 0.63+post, stock flow scripts
make -C /OpenROAD-flow-scripts/flow DESIGN_CONFIG=/design/flow/config.mk WORK_HOME=/design/flow/orfs finish

===== flow/config.mk =====
export PLATFORM = sky130hd
export DESIGN_NAME = CONV
export DESIGN_NICKNAME = CONV
export VERILOG_FILES = /design/flow/design.v
export SDC_FILE = /design/flow/constraint.sdc
export NUM_CORES = 4
export LEC_CHECK = 1
export CORE_UTILIZATION = 50

===== flow/constraint.sdc =====
current_design CONV

set clk_period 20.9
set clk_io_pct 0.2

create_clock -name clk0 -period $clk_period [get_ports {clk}]

set non_clock_inputs [all_inputs -no_clocks]
set_input_delay [expr $clk_period * $clk_io_pct] -clock clk0 $non_clock_inputs
set_output_delay [expr $clk_period * $clk_io_pct] -clock clk0 [all_outputs]

==> results.ini <==
[run_status]
status=complete, but fails checks
violations=capacitance limit, slew limit

[floorplan]
ios=94
fp.dieArea_mm2=0.253
dieHeight_um=503
fp_util_pct=50.4
core_mm2=0.249
die_w_um=503
rows=183

[clocking]
postCtsHoldBufs=0
cts_root_buf=clkbuf_16
cts_buffer_depth=3
numCtsBuffers=41
cts_tree=built
post_cts_buffers=0
h-tree-depth=2
clock_latency_ns=0.72
clkTransAtPathRegs_ns=0.07
cts_resized=0
numClockSinks=255

[global_routing]
use_met1_pct=62.8
antenna_found_initial=34
grt_max_degree=97
grt_pass1_wl_mm=807
grt_use_met2_pct=60.1
met3_usage_pct=29.2
grt-busiest-layer=met1
grt_pass1_vias=111000
grt.overflow.total=0
grt_usage_pct=48.1

[yosys]
synth-edff-count=0
yosysChipArea_mm2=0.126
synth_cell_types=98
ys_warn_count=2
synth_area_mm2=0.126
ys_async_sr_fraction_pct=100
ys_seq_share_pct=5.08
syn_area_per_cell_um2=8.63
ys_cells=14600
ys.flops=255
synth_top_flop_cell=dfrtp_1
synthCells=14600

[flow_run]
drv_cap=1
warning_count=81

[worst_setup_path]
startpoint=idata[5]
path_class=primary input to flop
worstPathArrival_ns=19.44
cp.required_ns=21.45
crit_slowest_cell=a311oi_1
end_kind=flop
crit_top_cell=fa_1
crit_fanout=13
slowest_delay_ns=0.61
regToRegStartpoint=input_map[1][0]
start_kind=primary input

[detailed_routing]
drtIter0Drc=10800
wl_per_cell_um=31.4
routed_wirelength_mm=571
vias_per_cell=6.15
num_vias=112000
ant_nets=0
route.detailed.drc=0
dr.pass1.iters=10

[place]
dpl.hpwl_mm=475
port-buffer-count=71
gp_congestion=1.12
dpl_cell_area_mm2=0.133

[timing]
whs_ns=0.436
final.period_utilization_pct=90.4
hold_violations=0
post-route-min-period_ns=18.88
fmax_mhz=53.0
clock_skew_ns=0.0697
finalSetupTns_ns=0
rsz0062_at_grt=false
slew_violations=8
setup_viol=0
relSlewSlack_pct=-7.30
worst_slew_pin_slew_ns=1.60

[worst_hold_path]
hold_start=counter[5]
worstHoldPathType=flop to flop

[cells_and_area]
drive_above_1_share_pct=5.24
fin_area_mm2=0.135
fin_util_pct=54.1
syn2layout_area_growth_pct=7.27

cell families after synthesis:
| logic type | count (synthesis) | share of synthesized area [%] |
|---|---|---|
| buffers and inverters | 3664 | 11.0 |
| flip-flops | 255 | 5.08 |
| AND/OR/NAND/NOR | 2284 | 8.35 |
| multiplexers | 58 | 0.467 |
| adder cells (fa/ha/maj) | 4052 | 52.0 |
| other | 1 | 0.00299 |
| XOR/XNOR | 801 | 5.61 |
| AND-OR/OR-AND | 3437 | 17.5 |
metrics by stage:
| stage | setup WS [ns] | std cells |
|---|---|---|
| final | 2.02 | 18100 |
| after global routing | 1.05 | 18100 |
| after CTS | 2.29 | 18100 |
| after detailed placement | 1.64 | 18000 |
| after global placement | 1.66 | 18000 |
| after floorplan | 4.41 | 14600 |
final cells by class:
class                      count  area, µm²
clock inverter                25        408
inverter                    3230      12100
clock buffer                  49       1120
sequential                   255       6380
tap                         3330       4170
multi-input combinational  10600     106000
timing repair buffer         596       4560
fill                       22200     114000
antenna                       29       72.6
Yosys cell counts, types with 67 or more instances:
master    instances  area share, %
xor2_1          283            2.0
a31oi_1         149           0.74
o21a_1           91           0.54
nand2b_1        107           0.53
inv_1          3226            9.6
a211oi_1        130           0.78
clkbuf_1        384            1.1
o22ai_1         108           0.54
a22o_1           74           0.52
xnor2_1         516            3.6
a22oi_1          81           0.48
nor3_1          148           0.59
a221oi_1         99           0.69
o211ai_1         97           0.58
dfrtp_1         255            5.1
fa_1           1947             31
o21bai_1        121           0.72
nand2_1         715            2.1
ha_1           2105             21
o21ai_0         752            3.0
a21oi_1         968            3.9
a21o_1          320            1.9
o221ai_1         67           0.47
nor2b_1         101           0.50
nor2_1          652            1.9
nand3_1         239           0.95
routing by layer:
metal	vias up	share of wire (%)
met3	1749	17
met5	-	0.28
li1	48800	-
met4	52	8.6
met2	6969	38
met1	54000	37
state kept, by name, summed over array words and instances (netlist names):
register and cells:
csel 3, temp_output 40, counter 6, iaddr 12
caddr_wr 12, busy 1, input_map 180, cwr 1
critical path: cells and delay by family:
family | cells | cell delay, ns
adder cells (fa/ha/maj) | 13 | 5.95
AND-OR/OR-AND | 18 | 4.75
AND/OR/NAND/NOR | 10 | 2.20
buffers and inverters | 8 | 1.24
XOR/XNOR | 4 | 1.04
worst paths after layout:
kind / to / slack, ns / cells past startpoint
setup / recovery: temp_output[39] / 2.02 / 53
hold / removal: counter[5] / 0.44 / 0
setup reg to reg: temp_output[39] / 6.68 / 46
hold reg to reg: counter[5] / 0.44 / 0
max in group asynchronous: input_map[0][13] / 15.05 / 4
min in group asynchronous: input_map[7][4] / 3.95 / 2
cell usage in the layout (no fill, tap or decap), drive strengths merged, types with 97 or more instances in the layout:
cell | synthesis | routed
o22ai | 108 | 108
ha | 2105 | 2105
fa | 1947 | 1947
a21oi | 968 | 968
a31oi | 150 | 150
xnor2 | 516 | 516
xor2 | 283 | 283
buf | 49 | 545
a21o | 320 | 320
nand3 | 239 | 239
o21bai | 121 | 121
nor3 | 148 | 148
nor2b | 101 | 101
o21ai | 761 | 761
nor2 | 652 | 652
a221oi | 101 | 101
dfrtp | 255 | 255
nand2b | 107 | 107
a211oi | 131 | 131
inv | 3227 | 3230
nand2 | 715 | 715
o211ai | 97 | 97
